File: flow/design.v
module multiplier(
	input clk, 
	input reset,
	input [15:0] A, 
	input [15:0] B,
	output reg ready,
	output reg [31:0] result
);
reg [15:0] a;
reg [15:0] b;
reg [5:0] i = 0;
always @(posedge clk)
begin
	if(reset == 0)
	begin 
		a <= A;
		b <= B;   
		result <= 0;
		ready <= 0;
	end	
	else 
	begin
		if(i < 16)
		begin
			if(b[i] == 1) result <= result + (a << i);
			i <= i + 1;	
		end
		else ready <= 1;
	end		
end
endmodule
module slave(
	input clk,
	input	valid,
	input [4:0] WAddr, 
	input [31:0] WData, 
	input [4:0] RAddr,	
	output reg [31:0] RData, 
	output reg ready
);
reg [31:0] REG [31:0]; 
reg calculate = 0;
wire [31:0] multiplication_result;
wire multiplication_finished;
multiplier m(clk, calculate, REG[1][15:0], REG[2][15:0], multiplication_finished, multiplication_result[31:0]);  
always @(posedge clk)
begin	
	REG[0][0] <= WAddr == 0 && WData[31:0] == 1; 
	ready <= multiplication_finished;
	if(multiplication_finished)
	begin
		REG[RAddr][31:0] <= multiplication_result;
		RData[31:0] <= multiplication_result;
	end
	if(valid == 0)
	begin
		if(REG[0][0] == 1) 
		begin 
		   calculate <= 1; 
			REG[0][0] <= 0; 
		end
	end
	else
	begin
		REG[WAddr][31:0] <= WData[31:0]; 
		ready <= 0;
	end
end
endmodule
File: flow/run.sh
#!/bin/bash
# OpenROAD 26Q1-2900-gdf79404cd8, Yosys 0.63+post, stock flow scripts
make -C /OpenROAD-flow-scripts/flow DESIGN_CONFIG=/design/flow/config.mk WORK_HOME=/design/flow/orfs finish
File: flow/config.mk
export PLATFORM = sky130hd
export DESIGN_NAME = slave
export DESIGN_NICKNAME = slave
export VERILOG_FILES = /design/flow/design.v
export SDC_FILE = /design/flow/constraint.sdc
export NUM_CORES = 4
export LEC_CHECK = 1
export CORE_UTILIZATION = 40
File: flow/constraint.sdc
current_design slave

set clk_period 10.3
set clk_io_pct 0.2

create_clock -name clk0 -period $clk_period [get_ports {clk}]

set non_clock_inputs [all_inputs -no_clocks]
set_input_delay [expr $clk_period * $clk_io_pct] -clock clk0 $non_clock_inputs
set_output_delay [expr $clk_period * $clk_io_pct] -clock clk0 [all_outputs]
==> qor.csv <==
stage;metric;value;unit
layout;design_area;9540;um2
critical_path;timing.rr.end;m.result[29];
detailed_routing;dr.pass1.iters;5;
detailed_routing;drt_iter0_drc;476;
die;core_area;19500;um2
die;ioPinCount;77;
clock_tree;hold_buffers;0;
logic_synthesis;syn_area_per_cell;10.7;um2
grt;grt_pass1_wl;33100;um
detailed_routing;vias;6199;
clock_tree;htree_levels;4;
detailed_routing;diodes;0;
hold_path;hold_depth;0;
power;p_leak;3.60;nW
critical_path;rrSetupSlack;6.14;ns
die;rows;51;
clock_tree;cts_buffers;17;
detailed_routing;detail-route-antenna-nets;0;
logic_synthesis;edf_count;103;
logic_synthesis;top_cell;edfxtp_1;
power;peakVddDrop;112;uV
timing;slew_headroom;49.3;%
logic_synthesis;synthesis.area;8000;um2
placement;pre_cts_ws;6.08;ns
detailed_routing;routed_wl;21300;um
grt;grt-ovfl-total;0;
die;fp_util;41.0;%
detailed_routing;viasPerCell;5.67;
logic_synthesis;flop_cell;edfxtp_1;
clock_tree;root_buffer;clkbuf_16;
clock_tree;post-cts-setup-buffers;0;
critical_path;end_kind;register;
critical_path;start_kind;register;
timing;tightest_slew;0.757;ns
timing;postLayoutSetupSlackWorst;6.14;ns
timing;final_hold_viol_count;0;
clock_tree;ctsResizeCount;0;
critical_path;crit_required;10.66;ns
clock_tree;max-clock-path-buffers;2;
flow_run;cap_viol_max_count;0;
timing;fin_setup_tns;0;ns
flow_run;log.warning_count;25;
timing;slew_viol_final;0;
logic_synthesis;yosys_area;8000;um2
clock_tree;clk_latency;0.43;ns
critical_path;path_max_fanout;29;
die;fp.dieW;143;um
placement;hpwl;15800;um
grt;grtUsageTotal;22.5;%
clock_tree;clk_pin_slew;0.06;ns
placement;postPlaceCellArea;8980;um2
critical_path;crit_start;m.i[0];
grt;grt_antenna_before_repair;0;
power;p_per_area;126;nW/um2
logic_synthesis;top_cells_by_area;edfxtp_1 (39%), dfxtp_1 (8.8%), mux2_2 (6.1%), ha_1 (5.0%), mux4_2 (3.7%);
layout;area_growth;19.3;%
die;die_y;143;um
timing;rsz0062_at_grt;false;
placement;port_buffers;76;
logic_synthesis;ys_ff;138;
layout;drive_above_1_share;13.0;%
outcome;status;complete, no violations;
clock_tree;cts.sinks;138;
timing;period_needed;4.16;ns
timing;setup_violations;0;
logic_synthesis;top_area_share;38.7;%
critical_path;cp-endpoint;m.result[29];
die;dieArea;20600;um2
detailed_routing;wl_per_cell;19.5;um
logic_synthesis;yosysUniqueCellTypes;69;
placement;gp_congestion;0.923;
critical_path;path_class;register to register;
timing;max_freq;0.240;GHz
logic_synthesis;ys_cells;751;
critical_path;worst_r2r_path_depth;12;
clock_tree;cts_tree;built;
logic_synthesis;async_flop_share;0;%
logic_synthesis;synth_area_leader_cell;edfxtp_1;
critical_path;r2r_start;m.i[0];
grt;grt_pass1_vias;5875;
hold_path;hold_path.class;register to register;
logic_synthesis;ys_seq_share;47.4;%
power;power.total;0.00120;W
timing;worst_clock_skew;0.00839;ns
detailed_routing;drc;0;
logic_synthesis;yosysWarnings;2;
timing;finalCritPeriodShare;40.4;%
logic_synthesis;postSynthCellCount;751;
grt;grt_max_degree;50;
logic_synthesis;top_cells_by_count;edfxtp_1 (103), nor2_1 (62), nand2_1 (61);
critical_path;crit_arrival;4.53;ns
==> per-layer routing <==
metal	part of all wire, %	GRT usage [%]
met5	0	0
met4	1.6	3.47
met3	6.8	5.26
met2	46	33.1
met1	46	36.0
==> flip-flops by register name, indices dropped and copies added, names as in the netlist <==
name / cells
m.b: 16
m.a: 16
REG: 33
m.ready: 1
calculate: 1
RData: 32
ready: 1
m.result: 32
m.i: 6
==> layout by cell type, fill, tap and decap left out, drive strengths merged, types with 3 or more instances in the layout <==
cell           Yosys  layout
nor2              62      62
nor4              12      12
mux2              43      43
clkdlybuf4s50      0      76
inv               13      19
mux2i             17      17
nand2             62      62
mux4              13      13
a31oi              8       8
nand3             32      32
a22oi              8       8
o31ai              3       3
nor3              20      20
o22ai              3       3
a21o              16      16
o21bai             4       4
and2              14      14
clkbuf            20      17
nand2b             5       5
a21boi             4       4
nor2b              5       5
dfxtp             35      35
or4                5       5
nand4             12      12
a211oi             6       6
clkinv             1       7
o21a               6       6
xor2               5       5
nand4b             3       3
a21oi             58      58
o21ai             33      33
edfxtp           103     103
buf               23      12
a211o              5       5
or3                6       6
o211ai             9       9
and3               8       8
xnor2             13      13
ha                32      32
==> stage by stage <==
| stage | util (%) | hold slack (ns) | cells |
|---|---|---|---|
| floorplan | - | 0.400 | 751 |
| global placement | 46.0 | 0.401 | 1061 |
| detailed placement | 46.0 | 0.405 | 1061 |
| CTS | 48.9 | 0.420 | 1093 |
| global route | 48.9 | 0.424 | 1093 |
| finish | 48.9 | 0.417 | 1093 |
==> power by group <==
group / switching [W] / leakage (nW) / internal [W]
Sequential: 0.000000988 / 1.28 / 0.000593
Clock: 0.000247 / 0.272 / 0.000336
Combinational: 0.00000952 / 2.05 / 0.0000183
==> worst max-delay path, cell delays in order (launching register included) <==
cell	delay [ns]
edfxtp_1	0.32
buf_4	0.36
mux4_2	0.58
mux2i_1	0.44
nor2_1	0.15
ha_1	0.37
a21oi_1	0.16
o21ai_0	0.18
a21o_1	0.24
a21boi_0	0.53
a21boi_0	0.32
a311o_1	0.38
nand3_1	0.07
==> how the worst min path moves through the flow <==
stage | start | to | slack [ns]
CTS | REG[2][7] | m.b[7] | 0.42
global route | REG[2][7] | m.b[7] | 0.42
finish | REG[2][9] | m.b[9] | 0.42
==> area by class of cell <==
cell class | count | area (um2)
sequential | 138 | 3790
clock inverter | 15 | 139
fill | 1761 | 9980
clock buffer | 17 | 425
inverter | 14 | 52.6
multi-input combinational | 556 | 3950
timing repair buffer | 88 | 851
tap | 265 | 332
==> cell families after synthesis <==
group,after synthesis,synth area share [%]
AND-OR/OR-AND,180,14.7
XOR/XNOR,18,1.97
adder cells (fa/ha/maj),33,5.25
buffers and inverters,57,3.33
flip-flops,138,47.4
multiplexers,73,11.8
other,1,0.0469
AND/OR/NAND/NOR,251,15.5
Power is estimated from default activity; no workload was simulated.
